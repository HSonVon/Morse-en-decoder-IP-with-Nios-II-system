[config.mk]
export PLATFORM = sky130hd
export DESIGN_NAME = Morse_IP
export DESIGN_NICKNAME = Morse_IP
export VERILOG_FILES = /design/flow/design.v
export SDC_FILE = /design/flow/constraint.sdc
export NUM_CORES = 4
export LEC_CHECK = 1
export CORE_UTILIZATION = 40
[constraint.sdc]
current_design Morse_IP

set clk_period 3.7
set clk_io_pct 0.2

create_clock -name clk0 -period $clk_period [get_ports {clk}]

set non_clock_inputs [all_inputs -no_clocks]
set_input_delay [expr $clk_period * $clk_io_pct] -clock clk0 $non_clock_inputs
set_output_delay [expr $clk_period * $clk_io_pct] -clock clk0 [all_outputs]
[design.v]
module Morse_IP
#( 
    parameter DOT_TIME = 25_000_000,  
    parameter WAIT_TIME = 50_000_000 
) (
    input clk,                 
    input reset_n, 
    input write,              
    input read,                 
    input [1:0] address,        
    input [31:0] writedata,     
    output reg [31:0] readdata,
	 input [7:0] inital,
	 input MODE,
    output reg [7:0] ascii_out,
    output reg dot_t,           
    output reg wait_t           
);
    reg [4:0] morse_code;        
    reg [2:0] length;
	 reg [1:0] signal;       
    reg [25:0] timer, dot_cnt, wait_cnt; 
    localparam IDLE = 2'b00, DETECT = 2'b01, RECORD = 2'b10;
    reg [1:0] state, next_state;
    always @(posedge clk or negedge reset_n) begin
        if (!reset_n) begin
            readdata = 32'b0;
        end else begin
            if (read) begin
                case (address)
                    2'd0: readdata = {31'b0, MODE};
                    2'd1: readdata = {27'b0, morse_code};
                    2'd2: readdata = {29'b0, length};
                    2'd3: readdata = {24'b0, ascii_out};
                    default: readdata = 32'b0;
                endcase
            end
            if (write) begin
                case (address)
                    2'd0: signal = writedata ;
                    default: ;
                endcase
            end
        end
    end
    always @(posedge clk or negedge reset_n) begin
        if (!reset_n) begin
            dot_t = 1'b0;
            wait_t = 1'b0;
            dot_cnt = 26'd0;
            wait_cnt = 26'd0;
        end else begin
            if (dot_cnt == DOT_TIME) begin
                dot_t = ~dot_t;
                dot_cnt = 26'b0;
            end else begin
                dot_cnt = dot_cnt + 1'b1;
            end
            if (wait_cnt == WAIT_TIME) begin
                wait_t = ~wait_t;
                wait_cnt = 26'd0;
            end else begin
                wait_cnt = wait_cnt + 1'b1;
            end
        end
    end
    always @(posedge clk, negedge signal[1]) begin
        if (!signal[1]) begin
            state = IDLE;
            morse_code = 5'b0;
            length = 3'b0;
            timer = 26'b0;
        end else 
		  if(!MODE) begin
		  		morse_code <= inital[4:0] ;
				length <= inital[7:5];
         end else begin
                case (state)
                    IDLE: begin
                        timer = 26'b0;
                        if (!signal[0]) begin 
									 length = length + 1'b1;
                            next_state = DETECT;
                        end else
									 next_state = IDLE;
                    end
                    DETECT: begin
                        if (!signal[0]) begin
                            timer = timer + 1'b1;
                        end else begin
                            if (timer < DOT_TIME) begin
                                morse_code = {morse_code[3:0], 1'b0};   
                            end else begin
                                morse_code = {morse_code[3:0], 1'b1};   
                            end
                            next_state = RECORD;
                        end
                    end
                    RECORD: begin
                        if (timer > WAIT_TIME) begin
                            next_state = IDLE;
                        end else  begin
                            timer = timer + 1'b1;
                        end
                    end
                endcase
                state = next_state;
            end 
    end
	always @(*) begin
		case (length)
			3'd1: begin
				case (morse_code[0])
					1'b0: ascii_out = 8'h45;     
					1'b1: ascii_out = 8'h54;     
				endcase
			end
			3'd2: begin
				case (morse_code[1:0])
					2'b00: ascii_out = 8'h49;    
					2'b01: ascii_out = 8'h41;    
					2'b10: ascii_out = 8'h4E;    
					2'b11: ascii_out = 8'h4D;    
				endcase
			end
			3'd3: begin
				case (morse_code[2:0])
					3'b000: ascii_out = 8'h53;   
					3'b001: ascii_out = 8'h55;   
					3'b010: ascii_out = 8'h52;   
					3'b011: ascii_out = 8'h57;   
					3'b100: ascii_out = 8'h44;   
					3'b101: ascii_out = 8'h4B;   
					3'b110: ascii_out = 8'h47;   
					3'b111: ascii_out = 8'h4F;   
				endcase
			end
			3'd4: begin
				case (morse_code[3:0])
					4'b0000: ascii_out = 8'h48;   
					4'b0001: ascii_out = 8'h56;   
					4'b0010: ascii_out = 8'h46;   
				   4'b0011: ascii_out = 8'h32;   
					4'b0100: ascii_out = 8'h4C;   
					4'b0101: ascii_out = 8'h5E;   
					4'b0110: ascii_out = 8'h50;   
					4'b0111: ascii_out = 8'h4A;   
					4'b1000: ascii_out = 8'h42;   
					4'b1001: ascii_out = 8'h58;   
					4'b1010: ascii_out = 8'h43;   
					4'b1011: ascii_out = 8'h59;   
					4'b1100: ascii_out = 8'h5A;   
					4'b1101: ascii_out = 8'h51;   
					4'b1110: ascii_out = 8'h2B;   
					4'b1111: ascii_out = 8'h2D;   
				endcase
			end
			3'd5: begin
			case (morse_code[4:0])
					5'b00000: ascii_out = 8'h35;   
					5'b00001: ascii_out = 8'h34;   
					5'b00010: ascii_out = 8'h2A;   
					5'b00011: ascii_out = 8'h33;   
					5'b01010: ascii_out = 8'h2E;   
					5'b01011: ascii_out = 8'h22;   
					5'b01110: ascii_out = 8'h3F;   
					5'b01111: ascii_out = 8'h31;   
					5'b10000: ascii_out = 8'h36;   
					5'b10001: ascii_out = 8'h7E;   
					5'b11000: ascii_out = 8'h37;   
					5'b11001: ascii_out = 8'h27;   
					5'b11100: ascii_out = 8'h38;   
					5'b11101: ascii_out = 8'h2F;   
					5'b11110: ascii_out = 8'h39;   
					5'b11111: ascii_out = 8'h3A;   
					default: ascii_out = 8'h5F;    
				endcase
			end
			default: ascii_out = 8'h5F; 
		endcase
	end
endmodule 
[run.sh]
#!/bin/bash
# OpenROAD 26Q1-2900-gdf79404cd8, Yosys 0.63+post, stock flow scripts
make -C /OpenROAD-flow-scripts/flow DESIGN_CONFIG=/design/flow/config.mk WORK_HOME=/design/flow/orfs finish
==> impl_metrics.yaml <==
# flow metrics
clocking:
  cts-resized-gates: 0
  numClockSinks: 101
  post_cts_buffers: 0
  clock_tree.root_cell: "sky130_fd_sc_hd__clkbuf_16"
  htreeDepth: 3
  ctsHoldBuffers: 0
  numCtsBuffers: 9
  ctsLongestPathBuffers: 2
  register_clock_pin_slew_on_the_reported_worst_setup_and_hold_paths_ns: 0.07
  worstSkewPairLatency_ns: 0.34
  cts_tree: "done"
floorplanning:
  design.portCount: 89
  die_height_um: 127
  die-width_um: 127
  core_sq_mm: 0.0152
  floorplanUtilization_pct: 40.8
  rows: 45
  dieArea_sq_mm: 0.0160
final_layout:
  layoutNonFillerInstCount: 898
  post-route-util_pct: 45.1
  design_area_sq_mm: 0.00686
  fillCellCount: 1397
  area_growth_syn_to_layout_pct: 10.5
  layout_cells_sized_above_1_pct: 6.20
power:
  share_comb_of_total_power_pct: 34.1
  power.switching_fraction_pct: 35.0
  netSwitchingPower_mw: 1.13
  sequential_share_of_power_pct: 39.0
  p_int_mw: 2.10
  power_frac_clock_pct: 26.8
  report.power.total_mw: 3.23
  leakage_nw: 2.95
  irDropWorstVdd_v: 0.000253
  powerDensity_mw_per_mm2: 471
worst_setup_path:
  timing.critical_path.from: "morse_code[1]$_DFFE_PN0P_"
  worst_ep_required_time_ns: 2.96
  worstPathMaxFanout: 7
  critical_path.cell_chain: "inv_1, ha_1, and3b_1, o21ai_0, o21a_1, a222oi_1, inv_1, clkdlybuf4s50_1"
  cp-end-kind: "output pin"
  path_class: "flop to output pin"
  max_stage_delay_ns: 0.52
  regToRegStartpoint: "state[0]$_DFFE_PN0P_"
  r2r_cells: 5
  critical_path.startpoint_type: "flop"
  cpMaxStageDelayCell: "sky130_fd_sc_hd__a222oi_1"
  critPathMostFrequentCell: "sky130_fd_sc_hd__inv_1"
  arrival_ns: 2.77
routing:
  detail_route.first_pass.iterations: 5
  vias_per_cell: 5.46
  wl_met1_mm: 6.15
  antenna_left: 0
  met3_length_um: 505
  route.final.wire_length_mm: 12.6
  remaining_drc_errors: 0
  vias: 4904
  routed.top_layer: "met4"
  route.antenna.diode_count: 0
  wl_met2_mm: 5.79
  route.detailed.wl_per_inst_um: 14.1
  drt-initial-drc-count: 302
synth:
  top_comb_family_area: "simple AND/OR/NAND/NOR gates"
  postSynthRegisterBits: 101
  largest_area_cell: "sky130_fd_sc_hd__dfrtp_1"
  synth-xor-area-share_pct: 6.21
  ys_top_cells_by_area: "sky130_fd_sc_hd__dfrtp_1, sky130_fd_sc_hd__ha_1, sky130_fd_sc_hd__nor2_1"
  synthTopCellsByCount: "sky130_fd_sc_hd__dfrtp_1, sky130_fd_sc_hd__nor2_1, sky130_fd_sc_hd__nand2_1"
  yosys.stat.seqShare_pct: 40.7
  yosysTopAreaCellShare_pct: 39.1
  yosysUniqueCellTypes: 75
  synthAdderAreaFrac_pct: 4.43
  yosys_warnings: 1
  avgSynthCellArea_sq_um: 9.08
  ys_sh_mux_pct: 2.46
  flop_cell: "sky130_fd_sc_hd__dfrtp_1"
  synth_compound_gate_area_share_pct: 16.3
  yosysChipArea_sq_mm: 0.00621
  synth.cell_area_sq_mm: 0.00621
  most_common_cell: "sky130_fd_sc_hd__dfrtp_1"
  ys_cells: 684
  enable_flop_cells: 2
  simple_gate_area_share_pct: 22.6
  post_synth_inst_count: 684
  synthArstFlopShare_pct: 96.0
sta:
  final.min_clock_period_ns: 3.51
  slew_headroom_pct: 48.2
  max_slew.worst_pin.slew_ns: 0.770
  rsz0062_at_grt: "no"
  final.period_utilization_pct: 95.0
  finalSetupTns_ns: 0
  whs_ns: 0.262
  setup_slack_ns: 0.187
  maxClockFrequency_mhz: 285
  setup_violation_total_in_the_final_timing_report: 0
  timing_hold_violations_final: 0
  slew_viol_final: 0
  finClkSkew_ns: 0.00567
global_routing:
  maximum_number_of_pins_on_one_net_before_global_route_repair: 62
  global_route_wire_length_before_repair_mm: 21.8
  grt-ovfl-total: 0
  grt_antenna_before_repair: 0
  groute.usage.overall_pct: 16.9
  grt_pass1_vias: 4612
outcome:
  outcome: "finished, final reports clean"
placed_design:
  place.port_buffers: 32
  postPlaceCellArea_sq_mm: 0.00659
  dp.final_hpwl_mm: 8.84
  dpl.cell_count: 882
  routabilityCongestion: 0.863
  post-place-ws_ns: 0.584
min_path:
  hold_path.class: "flop to async pin"
flow_run:
  tool_warnings: 69
  drv_cap: 0
-- state kept, by name (all words and copies together), names as in the netlist, 2 cells and up --
register    count
morse_code      5
dot_cnt        26
length          3
signal          2
state           2
wait_cnt       26
timer          26
next_state      2
readdata        7
-- power groups by stage --
| stage | logic (mW) | clock network, mW | registers [mW] |
|---|---|---|---|
| 4_1_cts | 1.11 | 0.900 | 1.26 |
| 5_1_grt | 1.24 | 0.947 | 1.27 |
| 6_report | 1.10 | 0.867 | 1.26 |
-- kinds of logic (layout without fill, tap and decap cells) --
logic type	count (synthesis)	in the layout
compound gates	147	147
xor+xnor	44	44
fa+ha+maj	22	22
buf+inv	87	88
flops	101	101
mux	14	14
other cells	1	26
simple gates	268	268
-- placed cells by master, fill, tap and decap left out, types with 5 or more instances in the layout --
cell	count
sky130_fd_sc_hd__dfrtp_1	97
sky130_fd_sc_hd__nor2_1	63
sky130_fd_sc_hd__nand2_1	57
sky130_fd_sc_hd__o21ai_0	45
sky130_fd_sc_hd__nand3_1	38
sky130_fd_sc_hd__clkdlybuf4s50_1	31
sky130_fd_sc_hd__inv_1	30
sky130_fd_sc_hd__a21oi_1	28
sky130_fd_sc_hd__conb_1	26
sky130_fd_sc_hd__xnor2_1	25
sky130_fd_sc_hd__nand4_1	23
sky130_fd_sc_hd__ha_1	22
sky130_fd_sc_hd__xor2_1	19
sky130_fd_sc_hd__mux2i_1	13
sky130_fd_sc_hd__o211ai_1	11
sky130_fd_sc_hd__nor3_1	11
sky130_fd_sc_hd__or3_1	10
sky130_fd_sc_hd__and4_1	10
sky130_fd_sc_hd__nand2b_1	9
sky130_fd_sc_hd__and3_1	9
sky130_fd_sc_hd__clkbuf_16	9
sky130_fd_sc_hd__buf_4	9
sky130_fd_sc_hd__o31ai_2	8
sky130_fd_sc_hd__a31oi_1	7
sky130_fd_sc_hd__o41ai_1	7
sky130_fd_sc_hd__nor4_1	5
-- routing by layer --
layer  track usage (%)  up-vias
met4              2.27        0
li1                  -     2457
met3              3.14       16
met5                 0        -
met1              26.2     2327
met2              26.2      104
-- final timing paths --
path                                           to  slack (ns)
max reg2reg                 timer[22]$_DFFE_PN0P_        1.10
min                          state[0]$_DFFE_PN0P_        0.26
max in group asynchronous  wait_cnt[11]$_DFF_PN0_        2.59
max                                  ascii_out[0]        0.19
min reg2reg                  state[0]$_DFFE_PN0P_        0.26
min in group clk0               dot_t$_DFFE_PN0N_        0.46
-- layout make-up --
| class | instances | area (sq um) | area share [%] |
|---|---|---|---|
| Clock buffer | 11 | 233 | 3.39 |
| Sequential cell | 101 | 2530 | 36.8 |
| Clock inverter | 5 | 37.5 | 0.547 |
| Multi-Input combinational cell | 521 | 3330 | 48.5 |
| Timing Repair Buffer | 41 | 383 | 5.58 |
| Inverter | 31 | 116 | 1.70 |
| Tap cell | 188 | 235 | 3.43 |
-- worst max-delay path, delay by kind of cell, from the launching register on --
kind | cells | cell delay (ns)
buf+inv | 3 | 0.71
fa+ha+maj | 1 | 0.34
simple gates | 1 | 0.22
flops | 1 | 0.38
compound gates | 3 | 0.77
Power and IR drop assume default switching activity.
